==> /design/flow/design.v <==
module sys_reset (
	RSTn, CLK, DOUT
);
input RSTn;
input CLK;
output DOUT;
reg [15:0]count;
wire count_up;
	always @(negedge RSTn or posedge CLK) begin
		if(~RSTn)
			count <= 16'h0000;
		else if(count_up==1'b0)
			count <= count + 1;
	end
	assign count_up = count[15];
	assign DOUT = ~count_up;
endmodule
==> /design/flow/run.sh <==
#!/bin/bash
# OpenROAD 26Q1-2900-gdf79404cd8, Yosys 0.63+post, stock flow scripts
make -C /OpenROAD-flow-scripts/flow DESIGN_CONFIG=/design/flow/config.mk WORK_HOME=/design/flow/orfs finish
==> /design/flow/config.mk <==
export PLATFORM = sky130hd
export DESIGN_NAME = sys_reset
export DESIGN_NICKNAME = sys_reset
export VERILOG_FILES = /design/flow/design.v
export SDC_FILE = /design/flow/constraint.sdc
export NUM_CORES = 4
export LEC_CHECK = 1
export CORE_AREA = 10 10 80 80
export DIE_AREA = 0 0 90 90
==> /design/flow/constraint.sdc <==
current_design sys_reset

set clk_period 2.1
set clk_io_pct 0.2

create_clock -name clk0 -period $clk_period [get_ports {CLK}]

set non_clock_inputs [all_inputs -no_clocks]
set_input_delay [expr $clk_period * $clk_io_pct] -clock clk0 $non_clock_inputs
set_output_delay [expr $clk_period * $clk_io_pct] -clock clk0 [all_outputs]
==> impl_metrics.tcl <==
# metrics dict for downstream scripts
set metrics [dict create \
    grt_max_degree 17 \
    met1_length_um 587 \
    final_common_cell "dfrtp_1" \
    synthArstFlopShare_pct 100 \
    pin_count 3 \
    wl_met3_um 60 \
    ys_top_cells_by_area "dfrtp_1 55%, xnor2_1 9.6%, xor2_1 7.2%" \
    clock_sinks 16 \
    cap_violations 0 \
    n_antenna_cell 0 \
    worst_pin_slew_ns 0.690 \
    cts_resized 0 \
    ys.flops 16 \
    critPathRequiredTime_ns 1.68 \
    tritoncts "done" \
    synth.avg_cell_area_um2 12.0 \
    die_h_um 90 \
    fin_cells 132 \
    slowest_delay_ns 0.48 \
    status "finished clean" \
    drt-initial-drc-count 8 \
    p_leak_uw 0.000392 \
    stdcell_area_um2 871 \
    gp_congestion 0.813 \
    dpl.cell_count 129 \
    synth_top_area_share_pct 54.6 \
    regMostFlops "count" \
    area_delta_synth_final_pct 18.8 \
    core_area_um2 4720 \
    totalNegativeSetupSlack_ns 0 \
    place_area_um2 830 \
    clk_pin_slew_ns 0.06 \
    path_cells "inv_1 -> clkdlybuf4s50_1" \
    crit_path_top_delay_cell "clkdlybuf4s50_1" \
    syn-instance-count 61 \
    io_buffers 2 \
    cts_buffers 3 \
    ir_worst_vdd_v 0.000466 \
    drt_pass1_iterations 3 \
    ys_cells 61 \
    finalHoldViolCount 0 \
    setup_violations 0 \
    finalWirelength_um 1110 \
    rsz0062_at_grt "false" \
    ys.flop_type "dfrtp_1" \
    dieArea_um2 8100 \
    grt_pass1_wl_um 2250 \
    yosys_area_um2 733 \
    cp-end-kind "output pin" \
    drtAntennaViolNets 0 \
    hp-class "register to register" \
    synth_area_um2 733 \
    top_regs "count: 16 flops" \
    drc_errors 0 \
    cts-root-buf "clkbuf_8" \
    grt_pass1_vias 513 \
    enable_flop_cells 0 \
    cp_top_family "buffers and inverters" \
    clkLatencyLatePin_ns 0.24 \
    yosysTopAreaCell "dfrtp_1" \
    clock_path_buffers 2 \
    largest_register_ffs 16 \
    fp.dieW_um 90 \
    avgViaCountPerCell 3.14 \
    postSynthSeqShare_pct 54.6 \
    yosys_warnings 1 \
    max_freq_mhz 592 \
    cp_max_fo 4 \
    post_cts_buffers 0 \
    power_uw 533 \
    startpoint_type "register" \
    grt_overflow 0 \
    antenna_found_initial 0 \
    finClkSkew_ns 0.000740 \
    lay_top_cells "16 x dfrtp_1, 8 x xnor2_1, 6 x nand2_1, 6 x xor2_1, 5 x nand3_1" \
    critPathBufInv 2 \
    path_class "register to output pin" \
    hpwl_um 859 \
    post-route-period-util_pct 80.5 \
    finalMaxSlewViolations 0 \
    synth.distinct_cells 20 \
    final_layout_size_suffix_gt1_share_pct 13.8 \
    grt_use_total_pct 3.18 \
    top_layer "met4" \
    critical_path_arrival_ns 1.27 \
    htreeDepth 1 \
    postCtsHoldBufs 0 \
    tool_warnings 25 \
    wl_met2_um 454 \
    slew-limit-headroom_pct 53.9 \
    std_cell_rows 25 \
    drt-wirelength-per-cell_um 8.42 \
    fp_util_pct 15.5 \
    vias 414 \
    pwr_density_cell_nw_per_um2 612 \
    fin_crit_ns 1.69 \
]
## routing by layer
layer / vias up / track usage, %
met2: 7 / 4.78
met5: - / 0
li1: 213 / -
met3: 2 / 1.34
met1: 192 / 4.30
met4: 0 / 0.398
## area by class of cell
class / instances / area (µm²)
Sequential cell: 16 / 400
Fill cell: 518 / 3850
Timing Repair Buffer: 2 / 20.0
Multi-Input combinational cell: 42 / 318
Inverter: 2 / 7.51
Tap cell: 67 / 83.8
Clock buffer: 3 / 41.3
## Yosys cell counts, types with 2 or more instances
cell	count
dfrtp_1	16
inv_1	2
nor2_1	4
xor2_1	6
and3_4	2
nand2_1	6
xnor2_1	8
nand3_1	5
## power breakdown
part           switching (µW)  internal, µW
Clock                    90.8           127
Sequential                  0           308
Combinational            5.55          1.63
Total                    96.3           437
## through the flow
stage / worst slack [ns] / utilization, % / hold slack (ns)
floorplan: 0.778 / - / 0.124
global placement: 0.680 / 17.6 / 0.457
detailed placement: 0.663 / 17.6 / 0.466
CTS: 0.390 / 18.4 / 0.477
global route: 0.347 / 18.4 / 0.501
finish: 0.409 / 18.4 / 0.477
## final timing paths
path / from / endpoint / slack (ns) / depth (start not counted)
setup / recovery: count[15]$_DFF_PN0_ / DOUT / 0.41 / 2
hold / removal: count[5]$_DFFE_PN0N_ / count[5]$_DFFE_PN0N_ / 0.48 / 1
min in group asynchronous: RSTn / count[4]$_DFFE_PN0N_ / 0.60 / 1
max in group asynchronous: RSTn / count[11]$_DFFE_PN0N_ / 1.07 / 1
setup reg to reg: count[0]$_DFFE_PN0N_ / count[12]$_DFFE_PN0N_ / 0.69 / 5
hold reg to reg: count[5]$_DFFE_PN0N_ / count[5]$_DFFE_PN0N_ / 0.48 / 1
## logic make-up (layout without fill, tap and decap cells)
| logic type | count (synthesis) | in the layout | share of synthesized area (%) |
|---|---|---|---|
| AND/OR/NAND/NOR | 25 | 25 | 22.2 |
| flip-flops | 16 | 16 | 54.6 |
| AND-OR/OR-AND | 1 | 1 | 1.19 |
| multiplexers | 1 | 1 | 1.54 |
| XOR/XNOR | 14 | 14 | 16.7 |
| adder cells (fa/ha/maj) | 1 | 1 | 1.71 |
| buffers and inverters | 3 | 7 | 2.05 |
No activity file was given, so power comes from the tool's default toggle rates.
